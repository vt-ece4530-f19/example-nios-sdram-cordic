==> flow/design.v <==
module hexdecoder(
    input wire [3:0] b,
    output wire [7:0] seg);
   reg [7:0] 	      iseg;
   always @*
     case(b)
       4'h0 : iseg = 8'h3F;
       4'h1 : iseg = 8'h06;
       4'h2 : iseg = 8'h5B;
       4'h3 : iseg = 8'h4F;
       4'h4 : iseg = 8'h66;
       4'h5 : iseg = 8'h6D;
       4'h6 : iseg = 8'h7D;
       4'h7 : iseg = 8'h07;
       4'h8 : iseg = 8'h7F;
       4'h9 : iseg = 8'h6F;
       4'ha : iseg = 8'h77;
       4'hb : iseg = 8'h7C;
       4'hc : iseg = 8'h39;
       4'hd : iseg = 8'h5E;
       4'he : iseg = 8'h79;
       4'hf : iseg = 8'h71;
     endcase
   assign seg = ~iseg;
endmodule
==> flow/run.sh <==
#!/bin/bash
# OpenROAD 26Q1-2900-gdf79404cd8, Yosys 0.63+post, stock flow scripts
make -C /OpenROAD-flow-scripts/flow DESIGN_CONFIG=/design/flow/config.mk WORK_HOME=/design/flow/orfs finish
==> flow/config.mk <==
export PLATFORM = sky130hd
export DESIGN_NAME = hexdecoder
export DESIGN_NICKNAME = hexdecoder
export VERILOG_FILES = /design/flow/design.v
export SDC_FILE = /design/flow/constraint.sdc
export NUM_CORES = 4
export LEC_CHECK = 1
export CORE_AREA = 10 10 70 70
export DIE_AREA = 0 0 80 80
==> flow/constraint.sdc <==
current_design hexdecoder

set clk_period 1.1
set clk_io_pct 0.2

create_clock -name clk0 -period $clk_period

set non_clock_inputs [all_inputs -no_clocks]
set_input_delay [expr $clk_period * $clk_io_pct] -clock clk0 $non_clock_inputs
set_output_delay [expr $clk_period * $clk_io_pct] -clock clk0 [all_outputs]
==> flow_summary.toml <==
# physical design summary
[synth]
yosys_warnings = 1
yosysCellCount = 33
netlist_instances = 33
synth_cell_types = 19
avgSynthCellArea_um2 = 8.00
ys_seq_frac = 0
netlist_area_um2 = 264
ys_area_um2 = 264

[die]
io_pins = 12
rows = 21
die_width_um = 80
core-area_um2 = 3420
die-height_um = 80
chip_area_um2 = 6400
fp_util = 0.0773

[hold_path]
hold_path_class = "in2out"

[place]
numPortBuffers = 11
place_congestion = 0.694
dp_hpwl_um = 693

[grt]
first_global_vias = 349
track_usage = 0.0317
grt-ovfl-total = 0
antenna_found_initial = 0
grt_pass1_wl_mm = 1.73
grt_max_degree = 7

[final_layout]
fillCellCount = 387
final_cell_mix = "buf_4, buf_2, buf_6, ha_4, buf_12"
layout.area.comb_um2 = 329
drive_gt1_frac = 0.789
seqCellArea_um2 = 0
clockBufferCount = 0
layout_top_cell = "buf_4"
area_delta_synth_final_pct = 153
nFlopsAndLatches = 0

[timing]
finalSetupViolCount = 7
fin_crit_sh = 1.30
setup_slack_ps = -327
hold_viol = 0
maxSlewViolCount = 0
period_minus_slack_ps = 1430
hold_ws_ps = 824
fmax_ghz = 0.701
rsz0062_at_grt = "yes"
setup_tns_ps = -1570

[drt]
antennaDiodeCount = 0
drtAntennaViolNets = 0
avgRoutedWirePerCell_um = 8.92
wirelength_um = 919
routed-via-count = 314
drc = 0
drt_first_iter_violations = 6
drt-pass1-iter-count = 2
viasPerCell = 3.05

[worst_setup_path]
worstSetupPathType = "in2out"
arrival_ps = 1210
startpoint_type = "primary input"
cp-endpoint = "seg[3]"
worst-path-max-fanout = 4
crit_path_end_kind = "primary output"
required_ps = 880
crit_path_start = "b[0]"

[run]
max_cap_viol_count = 0
openroad.warnings = 40

[run_status]
violations = "negative setup slack"
outcome = "finished, violations left"

[pwr]
p_leak_nw = 0.289
peakVddDrop_v = 0.0000994
power.density_nw_per_um2 = 334
p_total_mw = 0.223
## logic make-up after synthesis
family | count (synthesis) | synth area share
simple gates | 11 | 0.213
buf+inv | 6 | 0.133
compound gates | 6 | 0.180
fa+ha+maj | 6 | 0.284
other cells | 1 | 0.0142
mux | 3 | 0.175
## how the worst min path moves through the flow
| stage | start | endpoint | slack, ps | depth (start not counted) |
|---|---|---|---|---|
| 4_1_cts | b[0] | seg[1] | 820 | 3 |
| 5_1_grt | b[3] | seg[3] | 870 | 3 |
| 6_report | b[2] | seg[6] | 820 | 3 |
## cell usage after synthesis, drive strengths merged
| cell type | number | share of area |
|---|---|---|
| o32ai | 1 | 0.033 |
| o21ai | 1 | 0.019 |
| nor2 | 4 | 0.066 |
| a32o | 1 | 0.038 |
| conb | 1 | 0.014 |
| mux4 | 1 | 0.10 |
| a22o | 2 | 0.066 |
| or3b | 1 | 0.033 |
| nand2 | 3 | 0.043 |
| nor2b | 2 | 0.047 |
| inv | 3 | 0.043 |
| ha | 6 | 0.28 |
| mux2i | 2 | 0.076 |
| buf | 3 | 0.090 |
| nand2b | 1 | 0.024 |
| a31oi | 1 | 0.024 |
## metal layers
layer | vias to the layer above | GRT usage | share of wire
met5 | - | 0 | 0
met4 | 0 | 0 | 0
met3 | 0 | 0.00568 | 0.065
met2 | 10 | 0.0474 | 0.38
met1 | 139 | 0.0483 | 0.56
li1 | 165 | - | -
## where the power goes
group | switching, mW | internal, mW | total (mW)
Sequential | 0 | 0 | 0
Clock | 0 | 0 | 0
Combinational | 0.0866 | 0.136 | 0.223
Total | 0.0866 | 0.136 | 0.223
## critical path: stages
cell and delay [ps]:
buf_12 100, inv_16 40, ha_4 250, inv_2 30, mux4_2 440, buf_2 130
## cell type report
class	count	area share
inverter	3	0.0524
multi-input combinational	27	0.493
tap	46	0.0861
timing repair buffer	27	0.369
## per-stage QoR
stage	std cells	setup slack (ps)	instance area, um^2	util
floorplan	33	-33.2	297	-
global placement	99	-1180	543	0.159
CTS	102	-349	641	0.188
global route	103	-359	668	0.196
finish	103	-327	668	0.196
detailed placement	99	-1180	543	0.159
## repair_timing
action / CTS / global route
hold endpoints to repair: 0 / 0
buffers inserted: 5 / 2
resized: 66 / 2
pin swaps: 9 / 1
endpoints found under the setup margin: 7 / 7
hold buffers: 0 / 0
No activity file was given, so power comes from the tool's default toggle rates.
